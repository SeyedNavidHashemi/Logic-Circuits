===== flow/config.mk =====
export PLATFORM = sky130hd
export DESIGN_NAME = question_part_6
export DESIGN_NICKNAME = question_part_6
export VERILOG_FILES = /design/flow/design.v
export SDC_FILE = /design/flow/constraint.sdc
export NUM_CORES = 4
export LEC_CHECK = 1
export CORE_AREA = 10 10 70 70
export DIE_AREA = 0 0 80 80

===== flow/constraint.sdc =====
current_design question_part_6

set clk_period 3.8
set clk_io_pct 0.2

create_clock -name clk0 -period $clk_period

set non_clock_inputs [all_inputs -no_clocks]
set_input_delay [expr $clk_period * $clk_io_pct] -clock clk0 $non_clock_inputs
set_output_delay [expr $clk_period * $clk_io_pct] -clock clk0 [all_outputs]

===== flow/design.v =====
`timescale 1ns/1ns
module assign_statement_proj(input a, b, c, output y1, y0);
    assign #20 y0= (a ^ b) ^ c;
    assign #30 y1= ((a & b) | (a & c)) | (b & c);
endmodule
`timescale 1ns/1ns
module question_part_6(input a6, a5, a4, a3, a2, a1, a0, output y2, y1, y0);
    wire m, n, o, p, q;
    assign_statement_proj first_3_input_OC(a2, a1, a0, n, m);
    assign_statement_proj second_3_input_OC(a5, a4, a3, p, o);
    assign_statement_proj third_3_input_OC(a6, o, m, q, y0);
    assign_statement_proj forth_3_input_OC(n, p, q, y2, y1);
endmodule

===== flow/run.sh =====
#!/bin/bash
# OpenROAD 26Q1-2900-gdf79404cd8, Yosys 0.63+post, stock flow scripts
make -C /OpenROAD-flow-scripts/flow DESIGN_CONFIG=/design/flow/config.mk WORK_HOME=/design/flow/orfs finish

==> notes.md <==
Results of an implementation run.

The flow ran to the end, and the final reports show no timing, DRC or antenna violations. Overall routing resource usage recorded by global route was 0.0114. In this design, the stage delay of the slowest critical-path cell is 0.53 ns. The worst hold path terminates at y1. After layout, the worst setup slack is 0.153 ns. Hold is met by 2.57 ns. The final global-route overflow total is 0. Hold analysis shows the worst path with a depth of 4.

The static power due to leakage is 0.123 nW. Per the detail_route report, DRC violations left total 0. The core footprint is 3420 µm².

The share of cells above drive strength 1 is 0.125. Along the worst path, the maximum fanout reaches 1. The start point of the worst hold path is a6. The count of clock-net buffers in the final layout is 0. The number of different library cells in the post-synthesis netlist is 2. The detail route stage leaves a number of antenna-violating nets equal to 0. The number of vias after detailed routing is 111. The final hold violation count is 0.

The shortest period the worst path allows is 3.65 ns. The final RePlAce weighted congestion is 0.753. The number of DRC violations after detailed-routing iteration 0 is 0. The timing report shows that the slowest cell on the worst path is sky130_fd_sc_hd__fa_1. TritonRoute output was used to compute an average wire per cell of 4.73 µm. The arrival time reported for the critical path endpoint is 2.89 ns. The start-to-end type of the worst setup path is primary input to output pin. With fillers left out, the area of the finished cells amounts to 274 µm².

The met3 track demand over resource is 0.00909. The final tally of max-slew violations is 0. In this run the full chip footprint comes out at 6400 µm². Before CTS, the worst setup slack after placement is -0.177 ns. The placed instance area is 275 µm².

Excluding fillers, the count of instances in the completed layout stands at 70. The number of sequential cells is 0. The measured slew at the worst slew-check pin is 0.0996 ns. The first global-routing pass estimated 634 µm of wire.

The layer carrying the most global-route usage is met1. The fraction of the yosys area taken by sequential cells is 0. The global routing report lists met1 layer usage as 0.0154. According to the floorplan report, the die width is 80 µm. The ratio of routed vias to standard cells is 1.59. Relative to the synthesized area, the layout overhead comes to 133%. The synthesized netlist occupies a cell area of 118 µm². Summing over the stages, the warning tally comes to 32.

Entering global routing, the biggest net connects 2 pins. The number of antenna violations at the first check in global routing came to 0. Setup repair after global routing left no endpoint under its margin. Summing all flip-flop and latch instances after layout gives 0 µm². The floorplan step records an initial core utilization of 0.0344. STA puts the critical path data required time at 3.04 ns. Antenna repair during routing inserted a diode count of 0. After detailed placement, the design holds a cell count of 70. The number of resized instances in the post-cts repair step is 6. Detailed placement finished with a half-perimeter wire length of 306 µm. The min-delay analysis places its worst path in the category primary input to output pin. The number of cells reported by Yosys stat comes to 14. Setup violations remaining at the end of the flow were counted as 0. The ratio of final minimum period to clock period is 0.960. Per the timing report, the achievable frequency comes out to 274 MHz. The worst slew slack as a fraction of its limit is 0.933. The element type at the critical path start is a primary input. For reference, the post-synthesis area per instance comes to 8.40 µm². The critical path goes through clkdlybuf4s50_1 > inv_1 > fa_1 > inv_1 > fa_2 > fa_1 > dlygate4sd2_1.

The maximum ir drop on the vdd rail is 0.0000121 V. The via count of the first global-routing pass came to 139. The boundary pin count is 10.

Row generation in the floorplan step produced 21 rows. In the global route stage, met2 resource usage came out at 0.0144. The number of instances in the synthesized netlist is 14. The utilization of the core after routing is 0.0802. The stat command in Yosys gives a chip area of 118 µm². In the post-route report, total wirelength is listed as 331 µm. Input and output buffers added on the ports amount to 10. The number of setup buffers added after CTS is 0.

The max-cap check violation count is 0. STA classifies the critical path endpoint as an output pin. In this run the vertical extent of the chip is 80 µm. The iteration count recorded for the first detailed-route pass is 1. Yosys printed 0 warnings. The report puts the hold buffer count at CTS at 0. The power density relative to cell area is 129 nW/µm².
how the worst max path moves through the flow:
stage,depth (start not counted),startpoint,end
final,7,a3,y1
after global routing,7,a3,y1
after CTS,7,a3,y1
cell usage after synthesis:
cell type / n / area share
sky130_fd_sc_hd__fa_1: 4 / 0.68
sky130_fd_sc_hd__inv_1: 10 / 0.32
layer usage:
layer | wire length [µm] | vias to the layer above
li1 | - | 52
met1 | 114 | 50
met2 | 114 | 9
met3 | 102 | 0
met4 | 0 | 0
met5 | 0 | -
layout make-up:
cell class / count / area (µm²)
Fill cell: 407 / 3140
Multi-Input combinational cell: 4 / 82.6
Inverter: 10 / 37.5
Tap cell: 46 / 57.6
Timing Repair Buffer: 10 / 96.3
metrics by stage:
stage | total power, W | setup TNS (ns)
final | 0.0000353 | 0
after global routing | 0.0000425 | 0
after floorplan | 0.00000856 | 0
after global placement | 0.0000388 | -0.193
after detailed placement | 0.0000396 | -0.237
after CTS | 0.0000372 | 0
power by group:
part           switching [W]  internal [W]  total [W]
clock network              0             0          0
registers                  0             0          0
logic              0.0000117     0.0000236  0.0000353
critical path, delay by kind of cell:
family,cells,cell delay [ns]
adder cells (fa/ha/maj),3,1.35
buffers and inverters,4,0.76
cell families after synthesis:
group                    count (synthesis)  share of synthesized area
adder cells (fa/ha/maj)                  4                      0.681
buffers and inverters                   10                      0.319
placed cells by master (no fill, tap or decap):
master / synthesis / routed
sky130_fd_sc_hd__inv_1: 10 / 8
sky130_fd_sc_hd__fa_1: 4 / 3
sky130_fd_sc_hd__fa_2: 0 / 1
sky130_fd_sc_hd__clkdlybuf4s50_1: 0 / 7
sky130_fd_sc_hd__inv_2: 0 / 2
sky130_fd_sc_hd__dlygate4sd2_1: 0 / 3
No activity file was given, so power comes from the tool's default toggle rates.
