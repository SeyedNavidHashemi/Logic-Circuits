==> design.v <==
`timescale 1ns/1ns
module adder(input [15:0] A, B, input Carry, output [15:0] W);
    assign W = A + B + Carry;
endmodule
module my_ALU_3(input [15:0] inA, inB, input inC, input[2:0] opc, output reg[15:0] outW, output reg zer, neg);
    wire [15:0] output_of_adder;
    reg [15:0] A_adder, B_adder;
    reg Carry_adder;
    assign A_adder = (opc == 3'b000) ? ~inA : inA;
    assign B_adder = (opc == 3'b000) ? 16'b0:
                     (opc == 3'b001) ? 16'b0:
                     (opc == 3'b010) ? inB:
                     (opc == 3'b011) ? (inB >> 1):
                     16'bx;
    assign Carry_adder = (opc == 3'b000) ? 1'b1:
                         (opc == 3'b001) ? 1'b1:
                         (opc == 3'b010) ? inC:
                         (opc == 3'b011) ? 1'b0:
                         1'bx;
    adder my_adder(A_adder, B_adder, Carry_adder, output_of_adder);  
    always @ (inA, inB, inC, opc) begin
        outW = 16'b0;
        zer = 1'b0;
        neg = 1'b0;
        case (opc)
            3'b000: outW = output_of_adder;
            3'b001: outW = output_of_adder;
            3'b010: outW = output_of_adder;
            3'b011: outW = output_of_adder;
            3'b100: outW = inA & inB;
            3'b101: outW = inA | inB;
            3'b110: outW = {inA[7:0], inB[7:0]};
            default: outW = 16'b0;
        endcase
    zer = (outW == 0) ? 1 : 0;
    neg = (outW[15] == 1) ? 1 : 0; 
    end
endmodule
==> run.sh <==
#!/bin/bash
# OpenROAD 26Q1-2900-gdf79404cd8, Yosys 0.63+post, stock flow scripts
make -C /OpenROAD-flow-scripts/flow DESIGN_CONFIG=/design/flow/config.mk WORK_HOME=/design/flow/orfs finish
==> config.mk <==
export PLATFORM = sky130hd
export DESIGN_NAME = my_ALU_3
export DESIGN_NICKNAME = my_ALU_3
export VERILOG_FILES = /design/flow/design.v
export SDC_FILE = /design/flow/constraint.sdc
export NUM_CORES = 4
export LEC_CHECK = 1
export CORE_AREA = 10 10 96 96
export DIE_AREA = 0 0 106 106
==> constraint.sdc <==
current_design my_ALU_3

set clk_period 16.7
set clk_io_pct 0.2

create_clock -name clk0 -period $clk_period

set non_clock_inputs [all_inputs -no_clocks]
set_input_delay [expr $clk_period * $clk_io_pct] -clock clk0 $non_clock_inputs
set_output_delay [expr $clk_period * $clk_io_pct] -clock clk0 [all_outputs]
==> impl_metrics.tcl <==
# yosys + openroad results
set metrics [dict create \
    status "completed" \
    slew_violations 0 \
    fp_util 0.240 \
    hold_class "in2out" \
    fin_setup_tns_ns 0 \
    synth.area.top_cells "xor2_1 11%, ha_1 10%, nand2_1 8.7%, a21oi_1 7.8%, nor2_1 4.8%" \
    grt_max_degree 30 \
    slew_headroom 0.590 \
    cp-startpoint "opc[1]" \
    ctsHoldBuffers 0 \
    vias 2129 \
    p_leak_nw 0.915 \
    antennaDiodeCount 0 \
    powerDensity_nw_per_um2 42.9 \
    period_used_share 0.723 \
    drive_gt1_frac 0.0452 \
    die_y_um 106 \
    dr.pass1.iters 4 \
    ys_seq_share 0 \
    critPathMaxFanout 17 \
    worst_pin_slew_ns 0.612 \
    core_region_area_um2 7210 \
    hold_ws_ns 7.88 \
    ctsResizeCount 0 \
    synth-area-yosys_um2 1730 \
    maxCapViolations 0 \
    wl_per_cell_um 15.5 \
    numPortBuffers 54 \
    antenna_found_initial 0 \
    synth.distinct_cells 53 \
    clock.fmax_mhz 82.9 \
    netlist_area_um2 1730 \
    worstPathRequired_ns 13.36 \
    hold_viol_final 0 \
    hold_start "inB[2]" \
    layout_top_cell "clkdlybuf4s50_1" \
    die_area_um2 11200 \
    gp_congestion 0.901 \
    drt_iter0_drc 171 \
    clkbuf_count 0 \
    ant_nets 0 \
    syn_area_per_cell_um2 6.53 \
    rsz0062_at_grt "false" \
    crit_arrival_ns 8.73 \
    ir_drop_v 0.0000178 \
    hpwl_mm 5.25 \
    flop_area_um2 0 \
    warning_count 32 \
    lay_top_cells "54 x clkdlybuf4s50_1, 40 x nand2_1, 27 x a21oi_1, 22 x nor2_1, 22 x xor2_1" \
    fin_cells 409 \
    top_area_frac 0.111 \
    fillers 798 \
    crit_path_end_kind "primary output" \
    yosysTopAreaCell "xor2_1" \
    io_pins 54 \
    syn_to_final_growth_pct 37.1 \
    dp.cells 409 \
    crit_type "in2out" \
    grt_pass1_wl_mm 10.7 \
    die_w_um 106 \
    grt_use_total 0.113 \
    finalSetupViolCount 0 \
    viasPerCell 5.21 \
    synthCells 265 \
    rows 31 \
    post_cts_buffers 0 \
    routed_wirelength_mm 6.34 \
    overflow 0 \
    grt_pass1_vias 2039 \
    route.detailed.drc 0 \
    synth_warnings 4 \
    startpoint_type "input pin" \
    final-comb-area_um2 1620 \
    period_needed_ns 12.07 \
    yosys_cells 265 \
    seq_cell_count 0 \
]
==> layer usage <==
metal  vias to the layer above  share of wire  global-route usage
met2                        77           0.44               0.180
li1                       1082              -                   -
met5                         -              0                   0
met4                         0          0.012              0.0126
met1                       964           0.46               0.159
met3                         6          0.080              0.0220
==> cell type report <==
| class | count | area share |
|---|---|---|
| multi-input combinational | 239 | 0.684 |
| timing repair buffer | 60 | 0.247 |
| tap | 99 | 0.0522 |
| inverter | 11 | 0.0174 |
==> report_power, final <==
group	switching (mW)	leakage (nW)	internal, mW
Sequential	0	0	0
Combinational	0.0506	0.915	0.0512
Clock	0	0	0
Total	0.0506	0.915	0.0512
==> critical path, cell delays in order <==
cell             delay, ns
clkdlybuf4s50_1       0.82
inv_1                 0.32
nor3_2                0.23
buf_4                 0.23
nand2_1               0.07
a21oi_1               0.18
fa_1                  0.23
inv_1                 0.06
fa_1                  0.38
nand2b_1              0.21
a21oi_1               0.26
o311a_1               0.19
a211oi_1              0.05
or4_1                 0.53
or4_1                 0.50
or4_1                 0.48
nor4_2                0.16
clkdlybuf4s50_1       0.50
==> cells in the mapped netlist (all sizes together), types with 3 or more instances <==
library cell	number
a211oi	6
a21o	3
a21oi	27
a22oi	5
a31oi	3
buf	6
clkbuf	9
ha	14
inv	11
maj3	8
mux2i	4
nand2	40
nand2b	3
nand3	4
nand4	4
nor2	23
nor3	7
o211ai	3
o21a	9
o21ai	13
o221ai	5
o22ai	3
or4	3
xor2	22
==> worst paths after layout <==
check,endpoint,slack (ns),cells after the start
max,zer,4.63,18
min,outW[2],7.88,4
==> kinds of logic after synthesis <==
group	count (synthesis)	share of synthesized area
fa+ha+maj	24	0.171
xor+xnor	23	0.116
mux	5	0.0318
simple gates	94	0.252
buf+inv	26	0.0679
compound gates	93	0.361
==> per-stage QoR <==
step	utilization	setup WS [ns]	instance area (um^2)	power, mW
finish	0.329	4.63	2370	0.102
global route	0.329	4.28	2370	0.114
CTS	0.329	4.63	2370	0.102
detailed placement	0.329	4.63	2370	0.102
global placement	0.329	4.76	2370	0.102
floorplan	-	5.54	1730	0.0592
No activity file was given, so power comes from the tool's default toggle rates.
