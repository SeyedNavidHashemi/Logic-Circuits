<file path="flow/config.mk">
export PLATFORM = sky130hd
export DESIGN_NAME = my_ALU
export DESIGN_NICKNAME = my_ALU
export VERILOG_FILES = /design/flow/design.v
export SDC_FILE = /design/flow/constraint.sdc
export NUM_CORES = 4
export LEC_CHECK = 1
export CORE_UTILIZATION = 30
</file>
<file path="flow/run.sh">
#!/bin/bash
# OpenROAD 26Q1-2900-gdf79404cd8, Yosys 0.63+post, stock flow scripts
make -C /OpenROAD-flow-scripts/flow DESIGN_CONFIG=/design/flow/config.mk WORK_HOME=/design/flow/orfs finish
</file>
<file path="flow/design.v">
`timescale 1ns/1ns
module my_ALU(input [15:0] inA, inB, input inC, input[2:0] opc, output reg[15:0] outW, output reg zer, neg);
    always @ (inA, inB, inC, opc) begin
        outW = 16'b0;
        zer = 1'b0;
        neg = 1'b0;
        case (opc)
            3'b000: outW = ~inA + 1;
            3'b001: outW = inA + 1;
            3'b010: outW = inA + inB + inC;
            3'b011: outW = inA + (inB >> 1);
            3'b100: outW = inA & inB;
            3'b101: outW = inA | inB;
            3'b110: outW = {inA[7:0], inB[7:0]};
            default: outW = 16'b0;
        endcase
    zer = (outW == 0) ? 1 : 0;
    neg = (outW[15] == 1) ? 1 : 0; 
    end
endmodule
</file>
<file path="flow/constraint.sdc">
current_design my_ALU

set clk_period 7.8
set clk_io_pct 0.2

create_clock -name clk0 -period $clk_period

set non_clock_inputs [all_inputs -no_clocks]
set_input_delay [expr $clk_period * $clk_io_pct] -clock clk0 $non_clock_inputs
set_output_delay [expr $clk_period * $clk_io_pct] -clock clk0 [all_outputs]
</file>
==> impl_summary.log <==
[report] extracting results
INFO  metric layout-drive-gt1-share = ~5.5%
INFO  metric netlist_instances = between 400 and 500
INFO  metric dp.final_hpwl = between 8 and 9 mm
INFO  metric netlist.top_cell.by_instances = sky130_fd_sc_hd__ha_1
INFO  metric timing.critical_path.slowest_cell_delay = 0.53 ns
INFO  metric worstPathArrival = about 6.0 ns
INFO  metric gr-usage-met1 = 31.7%
INFO  metric topCellsByArea = sky130_fd_sc_hd__ha_1 (20%), sky130_fd_sc_hd__xnor2_1 (5.8%), sky130_fd_sc_hd__inv_1 (5.6%)
INFO  metric leakage = roughly 1.7 nW
INFO  metric drt_drc_violations_left = 0
INFO  metric post_drt_via_cell_ratio = approximately 5.5
INFO  metric yosysWarningCount = 1
INFO  metric die.size.x = slightly above 100 microns
INFO  metric routedWlPerCell = 16.4 microns
INFO  metric timing.setup.tns = 0 ns
INFO  metric row_count = 36
INFO  metric timing.final.crit_share = a little over nine tenths
INFO  metric synth.avg_cell_area = between 6 and 7 sq um
INFO  metric layout.cells.non_filler = ~610
INFO  metric worst_pin_slew = between 0.8 and 0.9 ns
INFO  metric min_path_type = in -> out
INFO  metric final.clkbuf_count = 0
INFO  metric power_density = between 60 and 70 nW/um^2
INFO  metric seq_area_frac_synth = 0%
INFO  metric fp.coreArea = 9770 sq um
INFO  metric ctsResizeCount = 0
INFO  metric chipArea = 10,500 sq um
INFO  metric critPathRequiredTime = ~6.2 ns
INFO  metric num_vias = around 3,300
INFO  metric critical_path_class = in -> out
INFO  metric irDropWorstVdd = 0.0190 mV
INFO  metric routabilityCongestion = 0.951
INFO  metric hold_viol = 0
INFO  metric synthesis.area = 3040 sq um
INFO  metric grt_usage = about a fifth
INFO  metric n_fill_cell = about 1,000
INFO  metric detail_route.iter0.violations = between 200 and 300
INFO  metric die_h = 103 microns
INFO  metric grt_antenna_before_repair = 0
INFO  metric synth-area-yosys = 3040 sq um
INFO  metric stage_log_warnings = roughly 50
INFO  metric yosys.area.top_type_share = ~20%
INFO  metric synth.cells.most_frequent = sky130_fd_sc_hd__ha_1 (48), sky130_fd_sc_hd__inv_1 (45), sky130_fd_sc_hd__o21ai_0 (33)
INFO  metric gr-usage-met3 = ~1.8%
INFO  metric grt_first_pass_wirelength = approximately 16 mm
INFO  metric report.final.slew_viol_count = 0
INFO  metric result_of_the_run = complete, no violations
INFO  metric place_inst = around 600
INFO  metric worst-path-buf-inv = 3
INFO  metric drt-total-wl = approximately 10 mm
INFO  metric seq_area = 0 sq um
INFO  metric finalSetupViolations = 0
INFO  metric worst_path_dominant_cell_family = simple AND/OR/NAND/NOR gates
INFO  metric slew_headroom = 44.9%
INFO  metric postCtsSetupRepairBufs = 0
INFO  metric sequential_cell_total = 0
INFO  metric max_cap_viol_count = 0
INFO  metric drt_pre_antenna_iters = 4
INFO  metric post_drt_antenna_nets = 0
INFO  metric cp_slowest_cell = sky130_fd_sc_hd__or4b_1
INFO  metric core_util_floorplan = a little under a third
INFO  metric area_grow_syn2layout = 21.2%
INFO  metric grt_most_used_layer = met1
INFO  metric insertedDiodeCount = 0
INFO  metric grt_overflow_total = 0
INFO  metric maximum_number_of_pins_on_one_net_before_global_route_repair = approximately 42
INFO  metric numPortBuffers = about 54
INFO  metric post_cts_hold_buffer_count = 0
INFO  metric first_global_vias = 3,028
INFO  metric total_power = approximately 0.23 mW
INFO  metric cp_cell_sequence = clkdlybuf4s50_1 > nor2b_1 > buf_4 > and3_1 > fa_1 > a21o_1 > a21oi_1 > xnor2_1 > a211o_1 > or4_1 > or4_1 > or4b_1 > nor4_2 > clkdlybuf4s50_1
INFO  metric unrepaired_setup_endpoints_after_global_routing = no
INFO  metric top_area_cell = sky130_fd_sc_hd__ha_1
INFO  metric worstSetupStartpointType = primary input
INFO  metric netlist-cell-type-count = between 60 and 70
INFO  metric finalCriticalPeriod = about 7.6 ns
INFO  metric io_pins = ~54
INFO  metric yosys_cells = 435
INFO  metric timing.fmax = between 100 and 150 MHz
INFO  metric endpoint_kind = primary output
INFO  metric globalRouteMet2Util = about 30%
INFO  metric critPathMaxFanout = 22
## tightest hold or removal path: stages
cell                              delay, ns
sky130_fd_sc_hd__clkdlybuf4s50_1       0.47
sky130_fd_sc_hd__inv_1                 0.10
sky130_fd_sc_hd__o32ai_1               0.08
sky130_fd_sc_hd__nand2_1               0.08
sky130_fd_sc_hd__o21ai_0               0.09
sky130_fd_sc_hd__clkdlybuf4s50_1       0.40
## metrics by stage
| step | util, % | hold WS [ns] | setup WS, ns | instance area (sq um) |
|---|---|---|---|---|
| final | 37.7 | 4.34 | 0.226 | 3680 |
| after global routing | 37.7 | 4.44 | 0.0249 | 3680 |
| after CTS | 37.7 | 4.34 | 0.224 | 3680 |
| after detailed placement | 37.7 | 4.34 | 0.235 | 3680 |
| after global placement | 37.7 | 4.33 | 0.213 | 3680 |
| after floorplan | - | 3.31 | 0.795 | 3040 |
## final cells by class
| type | count | area [sq um] | area share [%] |
|---|---|---|---|
| tap | 133 | 166 | 4.52 |
| timing repair buffer | 64 | 616 | 16.7 |
| multi-input combinational | 367 | 2730 | 74.2 |
| inverter | 45 | 169 | 4.58 |
## kinds of logic (layout without fill, tap and decap cells)
group,Yosys count,after routing,synth area share (%)
AOI/OAI and AO/OA,149,149,33.1
xor gates and xnor gates,28,28,8.07
adders and majority gates,51,51,21.7
buffers and inverters,68,109,10.0
muxes,10,10,3.33
and+or+nand+nor,129,129,23.7
## where the power goes
part           switching (mW)  internal, mW
Combinational           0.120         0.106
Clock                       0             0
Sequential                  0             0
Total                   0.120         0.106
## routing by layer
metal / vias up / share of wire (%)
li1: 1705 / -
met1: 1513 / 52
met2: 104 / 42
met3: 5 / 5.7
met4: 0 / 0.46
met5: - / 0
## path summary, 6_finish.rpt
kind / endpoint / start / cells past startpoint
hold / removal: outW[0] / inB[0] / 6
setup / recovery: zer / opc[0] / 14
## cell usage in the layout, fill, tap and decap left out, types with 10 or more instances in the layout
| cell | instances |
|---|---|
| sky130_fd_sc_hd__nand2_1 | 27 |
| sky130_fd_sc_hd__o22ai_1 | 14 |
| sky130_fd_sc_hd__and3_1 | 16 |
| sky130_fd_sc_hd__xnor2_1 | 20 |
| sky130_fd_sc_hd__a21oi_1 | 28 |
| sky130_fd_sc_hd__o21ai_0 | 33 |
| sky130_fd_sc_hd__ha_1 | 48 |
| sky130_fd_sc_hd__inv_1 | 45 |
| sky130_fd_sc_hd__nor2_1 | 23 |
| sky130_fd_sc_hd__buf_4 | 10 |
| sky130_fd_sc_hd__clkdlybuf4s50_1 | 54 |
Power is estimated from default activity; no workload was simulated.
